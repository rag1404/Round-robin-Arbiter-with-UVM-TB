--- run.sh ---
#!/bin/bash
# OpenROAD 26Q1-2900-gdf79404cd8, Yosys 0.63+post, stock flow scripts
make -C /OpenROAD-flow-scripts/flow DESIGN_CONFIG=/design/flow/config.mk WORK_HOME=/design/flow/orfs finish
--- config.mk ---
export PLATFORM = sky130hd
export DESIGN_NAME = round_robin_arbiter
export DESIGN_NICKNAME = round_robin_arbiter
export VERILOG_FILES = /design/flow/design.v
export SDC_FILE = /design/flow/constraint.sdc
export NUM_CORES = 4
export LEC_CHECK = 1
export CORE_AREA = 10 10 70 70
export DIE_AREA = 0 0 80 80
export SYNTH_HDL_FRONTEND = slang
--- constraint.sdc ---
current_design round_robin_arbiter

set clk_period 1.8
set clk_io_pct 0.2

create_clock -name clk0 -period $clk_period [get_ports {clk}]

set non_clock_inputs [all_inputs -no_clocks]
set_input_delay [expr $clk_period * $clk_io_pct] -clock clk0 $non_clock_inputs
set_output_delay [expr $clk_period * $clk_io_pct] -clock clk0 [all_outputs]
--- design.v ---
module fixed_arb (input [2:0] req, output reg [2:0] grant);
  always @ (req)
    if (req[0])
      grant = 3'b001;
  else if (req[1])
       grant = 3'b010;
  else if (req[2])
      grant = 3'b100;
endmodule
module round_robin_arbiter (input clk,rst,[2:0] req, output [2:0] grant);
  logic [2:0] local_grant,raw_grant;
  logic [2:0] mask_req ;
  logic [2:0] mask;
  always @ (posedge clk or negedge rst) begin
    if (!rst)
      mask <= 3'b111;
    else if (grant[0])
      mask <= 3'b110;
    else if (grant[1])
      mask <= 3'b100;
    else if (grant [2])
      mask <= 3'b000;
  end
  assign mask_req = req & mask;
  fixed_arb f1(.req(mask_req),.grant(local_grant));
  fixed_arb f2(.req(req),.grant(raw_grant));
  assign grant = (mask == 3'b000) ? raw_grant : local_grant;
endmodule
==> metrics.yaml <==
portBuffers: 7
final_cell_mix: "6 x dlxtp_1, 4 x nand2_1, 4 x nor2_1, 4 x clkdlybuf4s50_1"
final_max_slew_viol_count: 0
ys.flops: 9
slowest_stage: "dfstp_2"
finalPower_w: 0.000486
unconstrained_endpoints: 6
netlist_area_um2: 304
fin_crit_ps: 1730
grt_usage_pct: 2.28
setup_viol: 0
globalplace.congestion: 0.814
path_max_fanout: 5
coreArea_um2: 3420
dp_slack_ps: 11.3
setup_ws_ps: 70.0
ys_warn_count: 0
wire_per_inst_um: 7.69
unclocked_regs: 6
peakVddDrop_v: 0.000194
cpLargestDelayFamily: "flip-flops"
p_int_w: 0.000338
drive_above_1_share_pct: 31.8
startpoint: "mask[0]"
syn-instance-count: 30
endpoint_kind: "primary output"
finalHoldViolations: 0
die_y_um: 80
status: "complete, no violations"
cap_violations: 0
synth_cell_types: 16
synth_area_per_cell_um2: 10.1
layout_top_cell: "dlxtp_1"
grt_pass1_wl_um: 1160
fin_cells: 90
cts_hold_buf: 0
placed_cell_area_um2: 432
skew_ps: 0.602
drt_iter0_drc: 11
period_used_pct: 96.1
rows: 21
clockPowerShare_pct: 23.8
leakage_nw: 0.206
warnings: 25
cts.htree.levels: 1
io-pin-count: 8
grt_max_degree: 6
grt_pass1_vias: 269
p_sw_share_pct: 30.5
finalInstanceArea_um2: 474
cts_tree: "done"
ys_area_um2: 304
min_path_type: "input pin to async pin"
fmax_mhz: 578
postRouteAntennaNets: 0
clk_latency_ps: 230
finalSetupTns_ps: 0
slowest_delay_ps: 370
antenna_found_initial: 0
seqPwrFrac_pct: 35.7
die_x_um: 80
p_comb_share_pct: 40.5
initCoreUtil_pct: 8.90
relSlewSlack_pct: 74.5
critPathBufInv: 1
crit_required_ps: 1440
root_buffer: "clkbuf_4"
clk_pin_slew_ps: 40
synth_stat.cells: 30
placedCellCount: 83
area_delta_synth_final_pct: 56.0
vias_per_cell: 2.87
die_area_um2: 6400
drcViolationCount: 0
wirelength_um: 692
setup.worst_path.start_class: "flip-flop"
tightest_slew_ps: 372
r2r-start: "mask[0]"
power_switching_w: 0.000148
num_vias: 258
n_antenna_cell: 0
globalRouteOverflowTotal: 0
arrival_ps: 1370
cts_buffers: 3
drt_first_pass_iters: 2
crit_chain: "nor3_4 > mux2_4 > clkdlybuf4s15_1"
clock_path_buffers: 2
crit_type: "flip-flop to primary output"
power.density_nw_per_um2: 1020
rsz0062_at_grt: "false"
## layout make-up
| class | instances | area (µm²) |
|---|---|---|
| Fill cell | 394 | 2940 |
| Tap cell | 46 | 57.6 |
| Multi-Input combinational cell | 20 | 135 |
| Inverter | 1 | 3.75 |
| Sequential cell | 9 | 169 |
| Timing Repair Buffer | 10 | 82.6 |
| Clock buffer | 4 | 26.3 |
## routing by layer
metal	vias up	wire length, µm	GRT usage, %	part of all wire, %
met5	-	0	0	0
met2	4	325	3.53	47
met1	120	285	2.50	41
met4	0	5	0.528	0.72
met3	2	76	1.59	11
li1	132	-	-	-
## kinds of logic (layout without fill, tap and decap cells)
family / count (synthesis) / in the layout / share of synthesized area (%)
buffers and inverters: 1 / 15 / 1.23
and+or+nand+nor: 13 / 13 / 24.3
DFF: 3 / 3 / 25.9
muxes: 2 / 2 / 8.64
AOI/OAI and AO/OA: 5 / 5 / 10.3
latches: 6 / 6 / 29.6
## final timing paths
path	endpoint	slack (ps)	cells past startpoint
min in group clk0	mask[1]	550	1
worst min-delay path	mask[1]	500	1
max in group asynchronous	mask[2]	1270	1
worst max-delay path	grant[1]	70	3
worst min register to register	mask[1]	550	1
worst max register to register	mask[1]	470	4
## cells in the mapped netlist
cell       instances  area [µm²]
nor2b_1            1        6.26
mux2_4             1        15.0
or3_1              1        6.26
dfstp_2            3        78.8
a21o_1             1        7.51
and2_1             1        6.26
nor3_4             1        16.3
inv_1              1        3.75
dlxtp_1            6        90.1
nor2_1             4        15.0
o21ai_0            1        5.00
nor4b_1            1        8.76
mux2_2             1        11.3
a21oi_1            2        10.0
a2111oi_0          1        8.76
nand2_1            4        15.0
## power groups by stage
stage     Sequential [W]  Clock (W)  Combinational [W]
4_1_cts         0.000173   0.000122           0.000204
5_1_grt         0.000177   0.000126           0.000220
6_report        0.000173   0.000116           0.000197
## metrics by stage
stage | hold slack (ps) | util, %
floorplan | 212 | -
global placement | 530 | 12.6
detailed placement | 528 | 12.6
CTS | 506 | 14.1
global route | 521 | 13.9
finish | 505 | 13.9
## flip-flops by register name, indices dropped and copies added, names as in the netlist
name and count:
f1.grant 3, f2.grant 3, mask 3
## repair_timing
action	in CTS	in global routing
resized	6	3
pin swaps	1	0
buffers inserted	3	0
endpoints found under the setup margin	3	2
No activity file was given, so power comes from the tool's default toggle rates.
